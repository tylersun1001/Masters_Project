`flow/run.sh`:
```
#!/bin/bash
# OpenROAD 26Q1-2900-gdf79404cd8, Yosys 0.63+post, stock flow scripts
make -C /OpenROAD-flow-scripts/flow DESIGN_CONFIG=/design/flow/config.mk WORK_HOME=/design/flow/orfs finish
```
`flow/config.mk`:
```
export PLATFORM = sky130hd
export DESIGN_NAME = alu
export DESIGN_NICKNAME = alu
export VERILOG_FILES = /design/flow/design.v
export SDC_FILE = /design/flow/constraint.sdc
export NUM_CORES = 4
export LEC_CHECK = 1
export CORE_UTILIZATION = 30
```
`flow/constraint.sdc`:
```
current_design alu

set clk_period 18.9
set clk_io_pct 0.2

create_clock -name clk0 -period $clk_period [get_ports {clk}]

set non_clock_inputs [all_inputs -no_clocks]
set_input_delay [expr $clk_period * $clk_io_pct] -clock clk0 $non_clock_inputs
set_output_delay [expr $clk_period * $clk_io_pct] -clock clk0 [all_outputs]
```
`flow/design.v`:
```
module alu (
    input           clk,
    input [15:0]    rs1_data,
    input [15:0]    rs2_data,
    input [15:0]    instr,
    input [15:0]    pc,
    output reg [15:0]   out,
    output [1:0]    alu_status,
    output [15:0]   ex_instr_out,
    output reg      br_taken,
    output reg [15:0]   br_target
);
    reg [15:0] alu_instr;
    wire [15:0] mul_instr;
    reg [15:0] A;
    reg [15:0] B;
    reg [3:0] opcode;
    reg sel;
    wire [15:0] mul_out;
    wire [1:0] mul_status;
    multiplier3 mul(
        .clk (clk),
        .instr (mul_instr),
        .A (rs1_data),
        .B (rs2_data),
        .product (mul_out),
        .mul_status (mul_status),
        .ex_instr_out (ex_instr_out)
    );
    assign alu_status = mul_status;
    assign mul_instr = (instr[15:12] == 4'h5 ? instr : 4'd0);
    always @(*) begin
        sel = (alu_status != 2'b00 || instr[15:12] == 4'h5);
        alu_instr = instr;
        A = rs1_data;
        B = rs2_data;
        if (sel == 1'b1)  begin
            alu_instr = ex_instr_out;
        end
        opcode = alu_instr[15:12];
        if (opcode > 4'h5) begin
            B = alu_instr[7:4];
        end
        br_taken = 1'b0;
        br_target = 16'd0;
        if (opcode == 4'h0 || opcode == 4'h6 || opcode == 4'hb || opcode == 4'hc) begin
            out = A + B;
        end else if (opcode == 4'h1) begin
            out = A - B;
        end else if (opcode == 4'h2 || opcode == 4'h7) begin
            out = A & B;
        end else if (opcode == 4'h3 || opcode == 4'h8) begin
            out = A | B;
        end else if (opcode == 4'h4) begin
            out = A ^ B;
        end else if (opcode == 4'h9) begin
            out = A << B;
        end else if (opcode == 4'ha) begin
            out = A >> B;
        end else if (opcode == 4'h5) begin
            out = mul_out;
        end else if (opcode == 4'hd) begin
            out = 16'd0;
            if (rs1_data != rs2_data)
                br_taken = 1'b1;
            br_target = pc + {{12{instr[7]}}, instr[7:4]};
        end else if (opcode == 4'he) begin
            out = pc + 16'd1;
            br_taken = 1'b1;
            br_target = pc + {{8{instr[11]}}, instr[11:4]};
        end else if (opcode == 4'hf) begin
            out = pc + 16'd1;
            br_taken = 1'b1;
            br_target = A + {{12{instr[7]}}, instr[7:4]};
        end
    end
endmodule
module multiplier3 (
    input           clk,
    input [15:0]    instr,
    input [15:0]    A,
    input [15:0]    B,
    output [15:0]   product,
    output [1:0]    mul_status,
    output [15:0]   ex_instr_out
);
    reg [15:0]      m2_instr;
    reg [20:0]      m2_pp [3:0];
    reg [15:0]      ex_instr;
    reg [31:0]      ex_sum;
    assign mul_status[1] = (m2_instr != 16'd0);
    assign mul_status[0] = (ex_instr != 16'd0);
    assign ex_instr_out = ex_instr;
    assign product = (ex_sum > 16'hffff ? 16'hffff : ex_sum[15:0]);
    always @(posedge clk) begin
        m2_instr <= instr;
        ex_instr <= m2_instr;
        m2_pp[3] <= (((A & {16{B[15]}}) << 3) 
                    + ((A & {16{B[14]}}) << 2)
                    + ((A & {16{B[13]}}) << 1)
                    + ((A & {16{B[12]}})));
        m2_pp[2] <= (((A & {16{B[11]}}) << 3) 
                    + ((A & {16{B[10]}}) << 2)
                    + ((A & {16{B[9]}}) << 1)
                    + ((A & {16{B[8]}})));
        m2_pp[1] <= (((A & {16{B[7]}}) << 3) 
                    + ((A & {16{B[6]}}) << 2)
                    + ((A & {16{B[5]}}) << 1)
                    + ((A & {16{B[4]}})));
        m2_pp[0] <= (((A & {16{B[3]}}) << 3) 
                    + ((A & {16{B[2]}}) << 2)
                    + ((A & {16{B[1]}}) << 1)
                    + ((A & {16{B[0]}})));
        ex_sum = (m2_pp[3] << 12) + (m2_pp[2] << 8)
                   + (m2_pp[1] << 4) + m2_pp[0];
    end
endmodule
```
==> results.cfg <==
; generated from flow reports
[outcome]
status = finished, final reports clean

[power]
power_density_nw_per_um2 = 110.2
p_leak_nw = 10.07
ir_drop_mv = 0.08844

[placed_design]
place_hpwl_um = 43860
port_buffers = 115
gp_congestion = 0.9770
pre_cts_ws_ns = 4.312

[timing]
fin_crit_sh_pct = 77.45
hold_viol_final = 0
unclocked_regs = 16
worst_slack_ns = 4.262
rsz0062_at_grt = false
finalSetupTns_ns = 0
slew_headroom_pct = 36.62
untimed_endpoints = 16
setup_viol = 0
min_period_ns = 14.64
clock.fmax_mhz = 68.32
drv_slew = 0
finClkSkew_ns = 0.01025
tightestPinTransition_ns = 0.9507

[global_routing]
grt_pass1_wl_um = 91800
grt_pass1_vias = 16540
grt.total_usage_pct = 18.56
grt_max_degree = 30
grt_overflow = 0
grt_antenna_before_repair = 2

[synth]
yosys.cell_types.count = 92
async_flop_share_pct = 0
yosysTopAreaCellShare_pct = 15.84
synth-edff-count = 0
yosys-stat-cells = 2343
common_cells = nand2_1, inv_1, ha_1
yosysWarnings = 3
yosysMostFrequentCell = nand2_1
syn_avg_cell_area_sq_um = 8.192
synth_chip_area_sq_um = 19190
syn_inst = 2343
synth_area_sq_um = 19190
synth_flops = 163
ys.flop_type = dfxtp_1
netlist_top_cells_area = ha_1, dfxtp_1, fa_1
largest_area_cell = ha_1

[cts]
htree_levels = 4
cts.path.max_buffers = 2
cts_buffers = 17
cts_root_buffer = clkbuf_16
tritoncts = done
clock.latency.late_pin_ns = 0.44
hold_buffers = 0
clkTransAtPathRegs_ns = 0.06
cts.repair.resized = 0
post_cts_buffers = 0

[routing]
ant_nets = 0
wl_um = 57390
drt-pass1-iter-count = 6
n_antenna_cell = 0
via_count = 16880
wire_per_inst_um = 17.41
drt_iter0_markers = 1073
vias_per_cell = 5.121
drc = 0

[job]
drv_cap = 0
log.warning_count = 57

[worst_setup_path]
crit_family = AND-OR/OR-AND gates
worstSetupStartpointType = input port
cp_max_fo = 19
crit_path_max_incr_delay_ns = 0.70
cpMaxStageDelayCell = a2111oi_0
worstPathRequired_ns = 15.12
critPathKind = in2out
worstPathCellList = clkdlybuf4s50_1 -> nor2b_1 -> nand3b_1 -> inv_1 -> nor3_2 -> a21oi_1 -> a21o_1 -> buf_4 -> inv_4 -> ha_1 -> a21oi_1 -> o21bai_1 -> a2111oi_0 -> nor3_1 -> a2111oi_0 -> o41ai_1 -> a21o_1 -> a21oi_1 -> xnor2_1 -> o22ai_1 -> nor3_2 -> dlxtn_1 -> clkdlybuf4s50_1
crit_path_frequent_cell = a21oi_1
arrival_ns = 10.86
crit_buf_inv = 5
endpoint_kind = primary output

[final_layout]
fill_cells = 6485
layout-drive-gt1-share_pct = 5.184
area_delta_synth_final_pct = 14.43

[floorplanning]
die_h_um = 254.9
chip_area_sq_um = 65000
rows = 92
io_pins = 116
die.size.x_um = 254.9
fp_util_pct = 30.37
core-area_sq_um = 63200

[hold_path]
worst_hold_path_type = reg2reg
## routing by layer
metal,routed length (um),up-vias,global-route usage (%)
met4,1478,2,4.140
met1,26400,8068,26.25
met5,12,-,0
met2,26030,438,29.65
met3,3467,96,3.777
li1,-,8275,-
## path summary, 6_finish.rpt
| path | to | depth (start not counted) | slack [ns] | startpoint |
|---|---|---|---|---|
| max | out[15] | 23 | 4.26 | instr[12] |
| max reg2reg | mul.ex_sum[31] | 13 | 14.54 | mul.m2_pp[2][0] |
| min | mul.ex_sum[3] | 0 | 0.33 | mul.m2_pp[0][3] |
| min reg2reg | mul.ex_sum[3] | 0 | 0.33 | mul.m2_pp[0][3] |
## state kept, by name, indices dropped and copies added, names as in the netlist
signal        flops
mul.ex_instr     16
mul.ex_sum       32
mul.m2_instr     16
mul.m2_pp        83
out              16
## final cells by class
cell class              instances  area [sq um]  share of cell area (%)
repair buffers                158          1474                   6.710
well taps                     846          1059                   4.819
multi-input cells            1839         14670                   66.77
flip-flops and latches        163          3183                   14.49
inverters                     258         973.4                   4.432
clock buffers                  20         466.7                   2.125
clock inverters                12         143.9                  0.6551
## where the power goes
group	leakage [nW]	internal (mW)	total, mW	switching (mW)
clock	0.302	0.207	0.347	0.139
combinational	8.41	0.695	1.57	0.879
sequential	1.36	0.446	0.501	0.0548
total	10.1	1.35	2.42	1.07
## layout by cell type, fill, tap and decap left out, types with 9 or more instances in the layout
cell and instances:
a2111oi_0 10, a211oi_1 26, a21boi_0 15, a21o_1 26, a21oi_1 139, a221oi_1 9, a31oi_1 10, and2_1 100
and3_1 16, buf_4 43, clkbuf_16 17, clkdlybuf4s50_1 115, conb_1 18, dfxtp_1 147, dlxtn_1 16, fa_1 147
ha_1 243, inv_1 255, mux2i_1 28, nand2_1 286, nand3_1 37, nor2_1 142, nor2b_1 19, nor3_1 53
nor4_1 23, o211ai_1 23, o21ai_0 118, o21bai_1 18, o221ai_1 18, o22ai_1 20, o31ai_1 9, or3_1 17
xnor2_1 81, xor2_1 28
## cells by family (layout without fill, tap and decap cells)
| group | count (synthesis) | count (layout) | synth area share [%] |
|---|---|---|---|
| flip-flops | 147 | 147 | 15.33 |
| AND/OR/NAND/NOR | 732 | 732 | 17.83 |
| AND-OR/OR-AND | 548 | 548 | 19.40 |
| XOR/XNOR | 109 | 109 | 4.974 |
| multiplexers | 42 | 42 | 2.620 |
| other | 1 | 18 | 0.01954 |
| latches | 16 | 16 | 1.252 |
| adder cells (fa/ha/maj) | 390 | 390 | 31.17 |
| buffers and inverters | 358 | 448 | 7.405 |
## through the flow
| step | cells | total power [mW] | util, % | hold WS [ns] | area (sq um) |
|---|---|---|---|---|---|
| floorplan | 2360 | 1.697 | - | 0.3096 | 19260 |
| finish | 3296 | 2.421 | 34.76 | 0.3264 | 21960 |
| CTS | 3296 | 2.442 | 34.76 | 0.3276 | 21960 |
| global route | 3296 | 2.668 | 34.76 | 0.3307 | 21960 |
| detailed placement | 3264 | 2.070 | 33.79 | 0.3135 | 21350 |
| global placement | 3264 | 2.074 | 33.79 | 0.3123 | 21350 |
No activity file was given, so power comes from the tool's default toggle rates.
