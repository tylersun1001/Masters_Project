**flow/config.mk**
```make
export PLATFORM = sky130hd
export DESIGN_NAME = register_file
export DESIGN_NICKNAME = register_file
export VERILOG_FILES = /design/flow/design.v
export SDC_FILE = /design/flow/constraint.sdc
export NUM_CORES = 4
export LEC_CHECK = 1
export CORE_UTILIZATION = 40
```
**flow/constraint.sdc**
```tcl
current_design register_file

set clk_period 2.7
set clk_io_pct 0.2

create_clock -name clk0 -period $clk_period [get_ports {clk}]

set non_clock_inputs [all_inputs -no_clocks]
set_input_delay [expr $clk_period * $clk_io_pct] -clock clk0 $non_clock_inputs
set_output_delay [expr $clk_period * $clk_io_pct] -clock clk0 [all_outputs]
```
**flow/design.v**
```verilog
module register_file(
    input clk,
    input [3:0]    rd_1,
    input [3:0]    rd_2,
    input [3:0]    wr,
    input [15:0]    wr_data,
    input           wr_en,
    output reg [15:0] rd_1_data,
    output reg [15:0] rd_2_data
);
    reg [15:0] gpr [15:0];
    always @(posedge clk) begin
        rd_1_data <= gpr[rd_1];
        rd_2_data <= gpr[rd_2];
        if (wr_en == 1'b1 && wr != 4'd0) begin
            gpr[wr] <= wr_data;
        end
        gpr[4'd0] <= 16'd0;
    end
endmodule
```
**flow/run.sh**
```bash
#!/bin/bash
# OpenROAD 26Q1-2900-gdf79404cd8, Yosys 0.63+post, stock flow scripts
make -C /OpenROAD-flow-scripts/flow DESIGN_CONFIG=/design/flow/config.mk WORK_HOME=/design/flow/orfs finish
```
==> summary.rpt <==
RUN METRICS
----------------------------------------------------
[Outcome]
  Run status ........................ finished clean

[Setup path]
  Cell class contributing the biggest share of worst-path delay ........................ buffers and inverters
  List of cells traversed by the critical path ........................ clkdlybuf4s50_1
  Worst Setup Start Kind ........................ register
  Largest fanout on the critical path ........................ 1
  Worst Path Class, Setup ........................ reg2out
  Delay contributed by the slowest stage of the critical path ........................ 490 ps
  Worst endpoint data arrival time ........................ 1400 ps
  CP Data Required Time ........................ 2160 ps
  Endpoint type of the worst setup path ........................ output pin
  Crit path buffers/inverters ........................ 1
  Critical path's slowest cell ........................ clkdlybuf4s50_1

[Final timing]
  Final setup violation count ........................ 0
  Unrepaired setup endpoints after global routing ........................ no
  Post-layout min period ........................ 1940 ps
  Number of slew-limit violations in the final report ........................ 0
  Achievable clock frequency ........................ 0.515 GHz
  Final worst path period share ........................ 71.9%
  Hold Fails Final Rpt ........................ 0
  Sum Neg Setup Slack ........................ 0 ps
  Relative slew margins ........................ 60.7%
  Post-route worst setup slack ........................ 759 ps
  Final clock skew ........................ 7.85 ps
  Slew @ Worst Pin ........................ 590 ps

[Finish]
  Synthesis-to-finish area growth ........................ 20.7%
  Cell Count, Final, Fillers Out ........................ 1123
  Ratio of cells with drive above 1 in the final layout ........................ 29.5%

[GRT]
  Overflow left after global routing ........................ 0
  Pin count of the biggest net entering global routing ........................ 30
  Overall global routing resource usage ........................ 20.8%
  Global-route wire length before repair ........................ 43000 um
  Antenna violations before repair ........................ 0
  Vias in the first global route ........................ 7346

[CTS]
  Clock tree root driver cell ........................ clkbuf_16
  Insertion delay of the later-clocked pin in the worst-skew pair ........................ 540 ps
  Count of cells resized by post-cts repair ........................ 0
  Bufs on Longest Clock Path ........................ 3
  Clock transition at the registers of the reported paths ........................ 60 ps
  Maximum level of the CTS H-tree ........................ 1
  Num CTS Buffers ........................ 29
  Clock tree from TritonCTS ........................ done
  CTS sink cnt ........................ 272
  Count of hold-fix buffers inserted at cts ........................ 0
  Setup Buffers After CTS ........................ 0

[Drt]
  DRC violation count after routing ........................ 0
  Via count ........................ 6579
  Iteration-0 DRC Markers ........................ 319
  Number of antenna cells inserted ........................ 0
  Post-detailed-route count of antenna-violating nets ........................ 0
  Vias per cell ........................ 5.86
  Post-DR wirelength/cell ........................ 25.1 um
  Detailed Route WL ........................ 28100 um
  1st-pass router iterations ........................ 4

[Logic synthesis]
  Sequential area share after synthesis ........................ 65.9%
  Cell total in the yosys stat output ........................ 620
  Share of synthesized cell area in full adder, half adder and majority cells ........................ 0%
  Fraction of the mapped netlist area in compound gates ........................ 5.49%
  Synth cell types ........................ 30
  Yosys stat area ........................ 11900 um2
  Combinational family with the most area after synthesis ........................ multiplexers
  Share of synthesized cell area in and, or, nand and nor gates ........................ 1.91%
  Yosys warning tally ........................ 1
  Registers, synthesis ........................ 272
  Per-instance average area after synthesis ........................ 19.2 um2
  Syn Inst Count ........................ 620
  Share of synthesized area spent on multiplexers ........................ 24.1%
  Xor and xnor area share after synthesis ........................ 0%
  Netlist area before placement ........................ 11900 um2

[Power]
  Lkg Pwr ........................ 4.74 nW
  Worst-case vdd ir drop ........................ 0.000506 V
  Pwr Density ........................ 697 nW/um2

[Floorplan]
  Row cnt ........................ 62
  Die area ........................ 30500 um2
  Core footprint ........................ 29000 um2
  Number of primary I/O pins ........................ 62
  Starting utilization of the core area ........................ 41.0%
  Vertical extent of the die ........................ 175 um
  Die width ........................ 175 um

[Job]
  Max capacitance violation total ........................ 0
  Tool warning count ........................ 25

[Placed design]
  IO buf count ........................ 61
  Post-detail-place hpwl ........................ 16700 um
  Worst slack, placed ........................ 212 ps
  Gpl congestion ........................ 0.853
  Placed insts ........................ 1070

[Hold path]
  Worst min-delay path class ........................ in2reg

----------------------------------------------------
[synth_stat cells]
master	n	area, um2
edfxtp_1	240	7210
a221oi_1	16	140
mux2_2	1	11.3
nor2b_1	3	18.8
o22a_1	9	78.8
o221ai_1	11	96.3
buf_4	4	30.0
clkbuf_1	19	71.3
o211ai_1	6	45.0
buf_6	9	101
nand2_1	8	30.0
mux4_2	95	2140
o22ai_1	1	6.26
nor3_1	3	15.0
nand2b_1	3	18.8
clkinv_1	1	3.75
mux2i_1	12	120
buf_1	4	15.0
nand3_1	7	35.0
nor2_1	23	86.3
mux2_1	53	597
inv_1	9	33.8
dfxtp_1	32	641
buf_2	11	55.1
a221o_1	6	60.1
a21oi_1	6	30.0
or3b_2	1	8.76
nand3b_1	2	15.0
a22o_1	16	140
a31oi_1	9	56.3
[flip-flops by register name (all words and copies together), names as in the netlist]
name	cells
rd_1_data	16
rd_2_data	16
gpr	240
[path summary, 6_finish.rpt]
kind / startpoint / to / slack [ps] / cells past startpoint
worst max-delay path: rd_2_data[11] / rd_2_data[11] / 760 / 1
worst min register to register: gpr[2][15] / rd_1_data[15] / 690 / 2
worst max register to register: gpr[11][12] / rd_2_data[12] / 1190 / 2
worst min-delay path: rd_1[2] / rd_1_data[5] / 500 / 2
[per-layer routing]
| metal | routed length, um | GRT usage [%] | up-vias |
|---|---|---|---|
| met2 | 13300 | 30.7 | 392 |
| met4 | 435 | 3.08 | 2 |
| met5 | 56 | 2.40 | - |
| met1 | 10200 | 27.0 | 3320 |
| met3 | 4120 | 14.3 | 35 |
| li1 | - | - | 2830 |
[cell type report]
class / instances / area [um2]
Timing Repair Buffer: 113 / 1120
Sequential cell: 272 / 7850
Tap cell: 384 / 480
Inverter: 10 / 37.5
Clock inverter: 17 / 294
Clock buffer: 36 / 802
Multi-Input combinational cell: 291 / 3790
Fill cell: 2310 / 14600
[cells in the final DEF, fill, tap and decap left out, types with 5 or more instances in the layout]
| cell type | n |
|---|---|
| edfxtp_1 | 240 |
| buf_12 | 11 |
| nand2_1 | 8 |
| clkdlybuf4s50_1 | 56 |
| mux2i_1 | 12 |
| mux2_1 | 53 |
| a22o_1 | 16 |
| buf_4 | 43 |
| dfxtp_1 | 32 |
| clkbuf_16 | 29 |
| nand3_1 | 7 |
| inv_1 | 9 |
| nor2_2 | 11 |
| bufinv_16 | 8 |
| o221ai_1 | 11 |
| a21oi_1 | 6 |
| clkinv_2 | 5 |
| nor2_1 | 12 |
| a31oi_1 | 9 |
| clkbuf_8 | 5 |
| o211ai_1 | 6 |
| a221o_1 | 6 |
| a221oi_1 | 16 |
| mux4_2 | 95 |
| o22a_1 | 9 |
[logic make-up (layout without fill, tap and decap cells)]
group / count (synthesis) / count (layout)
AOI/OAI and AO/OA: 80 / 80
DFF: 272 / 272
and+or+nand+nor: 50 / 50
muxes: 161 / 161
buffers and inverters: 57 / 176
[stage by stage]
step | utilization, % | total power [mW] | hold WS [ps] | cell area (um2)
6_report | 49.5 | 10.0 | 504 | 14400
5_1_grt | 49.5 | 10.3 | 541 | 14400
4_1_cts | 49.5 | 10.1 | 485 | 14400
3_5_place_dp | 45.8 | 5.67 | 662 | 13300
3_3_place_gp | 45.8 | 5.66 | 658 | 13300
2_1_floorplan | - | 5.28 | 569 | 11900
[power breakdown]
group,switching [mW],internal [mW]
logic,0.378,0.438
registers,0.0476,4.71
clock network,1.58,2.86
total,2.00,8.01
No activity file was given, so power comes from the tool's default toggle rates.
