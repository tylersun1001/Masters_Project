$ cat flow/design.v
module forward_control(
    input [15:0]   id_instr,
    input [15:0]   ex_instr,
    input [15:0]   mem_instr,
    input [3:0]   wb_dest,
    input          wb_en,
    input [15:0]   ex_data,
    input [15:0]   mem_data,
    input [15:0]   wb_data,
    output reg [15:0]   fwd_r1_data,
    output reg          fwd_r1_en,
    output reg [15:0]   fwd_r2_data,
    output reg          fwd_r2_en
);
    wire [3:0] id_rs1;
    wire [3:0] id_rs2;
    assign id_rs1 = (id_instr[15:12] != 4'he ? id_instr[11:8] : 4'd0);
    assign id_rs2 = (id_instr[15:12] < 4'h6 ? id_instr[7:4] : (id_instr[15:13] == 3'b110 ? id_instr[3:0] : 4'd0));
    wire [3:0] ex_dest;
    wire       ex_rdy;
    wire [3:0] mem_dest;
    wire       mem_rdy;
    assign ex_dest = (ex_instr[15:13] != 3'b110 ? ex_instr[3:0] : 4'd0);
    assign ex_rdy = (ex_instr[15:12] != 4'hb);
    assign mem_dest = (mem_instr[15:13] != 3'b110 ? mem_instr[3:0] : 4'd0);
    assign mem_rdy = (mem_instr[15:12] != 4'hb);
    always @(*) begin
        fwd_r1_en = 1'b0;
        fwd_r1_data = 4'd0;
        if (id_rs1 != 4'd0) begin
            if (id_rs1 == wb_dest && wb_en == 1'b1 && id_rs1 != mem_dest && id_rs1 != ex_dest) begin
                fwd_r1_data = wb_data;
                fwd_r1_en = 1'b1;
            end else if (id_rs1 == mem_dest && mem_rdy == 1'b1 && id_rs1 != ex_dest) begin
                fwd_r1_data = mem_data;
                fwd_r1_en = 1'b1;
            end else if (id_rs1 == ex_dest && ex_rdy == 1'b1) begin
                fwd_r1_data = ex_data;
                fwd_r1_en = 1'b1;
            end
        end
        fwd_r2_en = 1'b0;
        fwd_r2_data = 4'd0;
        if (id_rs2 != 4'd0) begin
            if (id_rs2 == wb_dest && wb_en == 1'b1 && id_rs2 != mem_dest && id_rs2 != ex_dest) begin
                fwd_r2_data = wb_data;
                fwd_r2_en = 1'b1;
            end else if (id_rs2 == mem_dest && mem_rdy == 1'b1 && id_rs2 != ex_dest) begin
                fwd_r2_data = mem_data;
                fwd_r2_en = 1'b1;
            end else if (id_rs2 == ex_dest && ex_rdy == 1'b1) begin
                fwd_r2_data = ex_data;
                fwd_r2_en = 1'b1;
            end
        end
    end
endmodule
$ cat flow/run.sh
#!/bin/bash
# OpenROAD 26Q1-2900-gdf79404cd8, Yosys 0.63+post, stock flow scripts
make -C /OpenROAD-flow-scripts/flow DESIGN_CONFIG=/design/flow/config.mk WORK_HOME=/design/flow/orfs finish
$ cat flow/config.mk
export PLATFORM = sky130hd
export DESIGN_NAME = forward_control
export DESIGN_NICKNAME = forward_control
export VERILOG_FILES = /design/flow/design.v
export SDC_FILE = /design/flow/constraint.sdc
export NUM_CORES = 4
export LEC_CHECK = 1
export CORE_AREA = 10 10 89 89
export DIE_AREA = 0 0 99 99
$ cat flow/constraint.sdc
current_design forward_control

set clk_period 4.7
set clk_io_pct 0.2

create_clock -name clk0 -period $clk_period

set non_clock_inputs [all_inputs -no_clocks]
set_input_delay [expr $clk_period * $clk_io_pct] -clock clk0 $non_clock_inputs
set_output_delay [expr $clk_period * $clk_io_pct] -clock clk0 [all_outputs]
==> qor.txt <==
Status: finished clean
Core area: 0.00599 mm^2
Max-cap viol count: 0
Yosys top cell area share: 12.4%
Largest net degree at the start of global routing: 35
Synthesis area per yosys: 0.00149 mm^2
Pre-CTS setup slack: -140 ps
Routed len/inst: 18.9 um
Row cnt: 28
Final hold violations: 0
Placed instance count: 436
Antenna diodes: 0
Gr usage total: 16.0%
Mux cell area share: 0.670%
Die Y: 99 um
Setup TNS: 0 ps
Worst VDD drop: 0.0409 mV
Area grow syn2layout: 116%
Iteration-0 DRC Markers: 154
Slew margin rel.: 43.6%
Most frequent logic cells in the routed design: 101 x clkdlybuf4s50_1, 37 x nand3_1, 34 x buf_4
Yosys aoi share: 51.2%
Max Slew Vio Count: 0
CP max-delay cell: clkdlybuf4s50_1
Clock buf count: 0
Final GP Congestion: 0.894
Adder share: 0%
Post-DRT Antenna Nets: 0
I/O Pins: 135
Final std cells w/o fill: 445
Setup Viol. Count Final: 0
Setup ws final: 205 ps
DR vias/cell: 5.68
Synth cell types: 41
Post-route design area: 0.00323 mm^2
Yosys warnings: 1
Vias: 2527
Tool warning count: 49
FP Core Util: 24.9%
Xor+xnor area frac: 8.79%
Cell Area, Placed: 0.00301 mm^2
Area leader, netlist: nand3_1
Vias in the first global route: 2548
Reg area: 0 um^2
Crit-path cells: clkdlybuf4s50_1 -> nand3b_1 -> o21ai_0 -> and3_1 -> a211oi_2 -> a21oi_2 -> or3_4 -> buf_8 -> a31oi_2 -> clkdlybuf4s50_1
Worst path arrival time: 3560 ps
Filler cell count: 553
Worst Hold Slack: 2540 ps
Avg Inst Size Synth: 6.61 um^2
Worst-Margin Slew: 837 ps
Area of the multi-input gates: 0.00153 mm^2
Share of cells above drive strength 1: 20.8%
Fmax: 222 MHz
Crit-path max cell delay: 490 ps
Critical path endpoint category: output pin
Crit path DRT: 3760 ps
RSZ-0062 raised after global routing: no
Dominant kind of combinational cell: AND-OR/OR-AND gates
Initial DRT Pass Iterations: 5
Residual DRC: 0
Grt total ovfl: 0
Crit path kind: primary input to output pin
Power Dens Cells: 93.3 mW/mm^2
Initial antenna violation count: 0
CP Max Fanout: 8
Sequential area share after synthesis: 0%
Minimum clock period: 4500 ps
Simple-Gate Area Share: 32.1%
Cells after Synth: 226
CP startpoint kind: primary input
Final wirelength: 8430 um
Worst hold path type: primary input to output pin
Die Width: 99 um
Biggest area cells: nand3_1 12%, o41ai_1 10%, a32oi_1 9.4%
Pleak: 1.18 nW
CP dominant cell by count: clkdlybuf4s50_1
Ys cells: 226
Synth Cell Area: 0.00149 mm^2
Port Buf Inserts: 119
Num sequential: 0
First-pass GRT wire length: 13500 um
Post-DP HPWL: 6480 um
Crit share post-route: 95.6%
Die area: 0.00980 mm^2
Top cell excl fill/tap: clkdlybuf4s50_1
per-stage QoR:
stage	power (mW)	utilization, %
3_5_place_dp	0.284	50.2
5_1_grt	0.327	53.9
4_1_cts	0.291	51.6
3_3_place_gp	0.283	50.2
6_report	0.301	53.9
2_1_floorplan	0.107	-
where the power goes:
part	total [mW]	leakage [nW]	internal, mW	switching [mW]
Clock	0	0	0	0
Combinational	0.301	1.18	0.176	0.125
Sequential	0	0	0	0
Total	0.301	1.18	0.176	0.125
area by class of cell:
class	count	area share, %
Timing Repair Buffer	165	49.8
Tap cell	75	2.90
Multi-Input combinational cell	205	47.3
worst max-delay path, delay by kind of cell:
kind | cells | cell delay (ps)
buf+inv | 3 | 1100
simple gates | 3 | 820
compound gates | 4 | 680
cell families after synthesis:
family	after synthesis
compound gates	100
xor+xnor	15
buf+inv	21
mux	1
simple gates	89
routing by layer:
| metal | up-vias | part of all wire (%) | global-route usage [%] |
|---|---|---|---|
| li1 | 1240 | - | - |
| met3 | 2 | 9.3 | 4.16 |
| met4 | 0 | 0.47 | 1.43 |
| met2 | 109 | 47 | 26.0 |
| met1 | 1176 | 43 | 21.5 |
| met5 | - | 0 | 0 |
synth_stat cells (2+ instances only):
library cell  number
a22oi_2            2
a21oi_1           17
nor3_1             3
o2bb2ai_1          2
xor2_1             4
nor2_1             4
nand4b_1           3
a211oi_2           2
a21oi_2            2
and3_1             5
a2bb2oi_1          2
clkbuf_1          12
xnor2_1           11
o21ai_0            9
a32oi_1           16
a31oi_1           21
nand3b_1           4
buf_2              6
o41ai_1           17
nor4bb_1           4
buf_6              3
nand3_1           37
nand2_1           22
final timing paths:
check,start,to,cells past startpoint
worst max-delay path,mem_instr[13],fwd_r2_data[14],10
worst min-delay path,mem_data[11],fwd_r2_data[11],4
what timing repair did:
| item | CTS | global route |
|---|---|---|
| endpoints found under the hold margin | 0 | 0 |
| hold buffers | 0 | 0 |
| buffers inserted | 4 | 4 |
| setup endpoints to repair | 17 | 26 |
| pin swaps | 7 | 9 |
| gates cloned | 0 | 1 |
| gates resized | 29 | 27 |
Power figures rest on the tool's default switching activity, not on a simulated workload.
